--- design/flow/config.mk ---
export PLATFORM = sky130hd
export DESIGN_NAME = alu_unit
export DESIGN_NICKNAME = alu_unit
export VERILOG_FILES = /design/flow/design.v
export SDC_FILE = /design/flow/constraint.sdc
export NUM_CORES = 4
export LEC_CHECK = 1
export CORE_UTILIZATION = 50
export SYNTH_HDL_FRONTEND = slang
--- design/flow/constraint.sdc ---
current_design alu_unit

set clk_period 18.3
set clk_io_pct 0.2

create_clock -name clk0 -period $clk_period

set non_clock_inputs [all_inputs -no_clocks]
set_input_delay [expr $clk_period * $clk_io_pct] -clock clk0 $non_clock_inputs
set_output_delay [expr $clk_period * $clk_io_pct] -clock clk0 [all_outputs]
--- design/flow/design.v ---
module alu (
    input       [31:0]  a,
    input       [31:0]  b,
    input       [2:0]   alucontrol,
    output  reg [31:0]  result,
    output              zero
);
  wire          overflow;
  wire  [31:0]  result_tmp;
  wire  [31:0]  b_tmp;
  assign b_tmp = (alucontrol[0]) ? (~b) : b;
  assign result_tmp = a + b_tmp + alucontrol[0];
  assign overflow = (a[31] == b_tmp[31]) && (result_tmp[31] != a[31]);
  always @(a or b or alucontrol) begin
    case (alucontrol)
      3'b000  : result = result_tmp;
      3'b001  : result = result_tmp;
      3'b010  : result = a & b;
      3'b011  : result = a | b;
      3'b101  : result = {31'b0, overflow ^ result_tmp[31]};
      default: result = 32'b0;
    endcase
  end
  assign zero = (result == 32'b0);
endmodule
module alu_unit(
    input       [31:0]  srca,
    input       [31:0]  writedata,
    input       [31:0]  instr,      
    input       [1:0]   immsrc,
    input               alusrc,
    input       [2:0]   alucontrol,
    output reg  [31:0]  immext,
    output      [31:0]  aluresult,
    output              zero
);
    reg [31:0] srcb;
    always @(instr or immsrc) begin
        casex (immsrc)
            2'b00: immext = {{20{instr[31]}}, instr[31:20]};
            2'b01: immext = {{20{instr[31]}}, instr[31:25], instr[11:7]};
            2'b10: immext = {{19{instr[31]}}, instr[31], instr[7], instr[30:25], instr[11:8], 1'b0};
            2'b11: immext = {{12{instr[31]}}, instr[19:12], instr[20], instr[30:21], 1'b0};
            default: immext = 32'b0;
        endcase
    end  
    always @(*) begin
        if(alusrc)  srcb = immext;
        else        srcb = writedata;
    end
    alu alu_inst(
        .a(srca),
        .b(srcb),
        .alucontrol(alucontrol),
        .result(aluresult),
        .zero(zero)
    );
endmodule
--- design/flow/run.sh ---
#!/bin/bash
# OpenROAD 26Q1-2900-gdf79404cd8, Yosys 0.63+post, stock flow scripts
make -C /OpenROAD-flow-scripts/flow DESIGN_CONFIG=/design/flow/config.mk WORK_HOME=/design/flow/orfs finish
==> reports/summary.json <==
{
  "final_timing": {
    "finalCritPeriodShare": 0.726,
    "max_slew_margin": 0.505,
    "report.final.slew_viol_count": 0,
    "achievable-frequency_ghz": 0.0753,
    "worst_pin_slew_ps": 741,
    "total_count_of_hold_check_failures_in_the_final_report": 0,
    "fin_tns_setup_ps": 0,
    "setup_viol": 0,
    "unrepaired_setup_endpoints_after_global_routing": "no",
    "final.min_clock_period_ps": 13280
  },
  "cells_and_area": {
    "drive_above_1_share": 0.0533,
    "clock_buffer_count": 0,
    "multiInputGateArea_um2": 3420,
    "fillCellCount": 569,
    "layout.cells.most_common": "sky130_fd_sc_hd__clkdlybuf4s50_1",
    "finish.instance_area_um2": 5290,
    "numSequentialCells": 0,
    "area.sequential_um2": 0,
    "final_layout_top_logic_cells": "sky130_fd_sc_hd__clkdlybuf4s50_1, sky130_fd_sc_hd__a21oi_1, sky130_fd_sc_hd__nand2_1, sky130_fd_sc_hd__nor2_1, sky130_fd_sc_hd__xnor2_1",
    "layout.cells.non_filler": 775,
    "areaGrowthSynthToFinish_pct": 39.9
  },
  "drt": {
    "route.detailed.wl_per_inst_um": 16.9,
    "first_pass_iters": 5,
    "drc": 0,
    "drt-vias-per-instance": 6.05,
    "final_antenna_violating_net_count": 0,
    "postRouteWirelength_mm": 13.1,
    "count_of_antenna_diodes_in_the_layout": 0,
    "detailedRoute.firstIterationViolations": 264,
    "total_via_count_in_the_routed_design": 4685
  },
  "clock_tree": {
    "cts_repair_resize_count": 0,
    "cts_setup_buffers": 0,
    "postCtsHoldBufs": 0
  },
  "logic_synthesis": {
    "post_synth_inst_count": 557,
    "synth.yosys.warnings": 0,
    "synth.yosys.chip_area_um2": 3780,
    "top_area_cell": "sky130_fd_sc_hd__ha_1",
    "synth_top_area_share": 0.113,
    "avgSynthCellArea_um2": 6.78,
    "netlist_area_um2": 3780,
    "netlist-cell-type-count": 67,
    "postSynthSeqShare": 0,
    "synth-cells-yosys": 557,
    "synth.area.top_cells": "sky130_fd_sc_hd__ha_1, sky130_fd_sc_hd__xnor2_1, sky130_fd_sc_hd__a21oi_1"
  },
  "global_route": {
    "grt_max_degree": 58,
    "grt_antenna_before_repair": 0,
    "grt.overflow.total": 0,
    "track_usage": 0.322,
    "number_of_global_route_vias_before_repair": 3943,
    "grt_pass1_wl_mm": 19.4
  },
  "die": {
    "rows": 31,
    "io_pins": 167,
    "fp.dieH_um": 88.9,
    "floorplan.core_area_um2": 7290,
    "die_area_um2": 7910,
    "die.size.x_um": 88.9,
    "floorplan.core_util": 0.518
  },
  "place": {
    "detailed_place_hpwl_mm": 10.3,
    "placed_area_um2": 5290,
    "dp.cells": 775,
    "gp_routability_congestion": 0.976,
    "io_buf_count": 160
  },
  "power_and_ir_drop": {
    "power_frac_seq": 0,
    "power_uw": 232,
    "power.density_nw_per_um2": 43.9,
    "cellInternalPower_uw": 117,
    "switching_power_uw": 115,
    "clock_power_share": 0,
    "peakVddDrop_mv": 0.0250,
    "leak_pwr_nw": 2.18,
    "netSwitchingFraction": 0.495,
    "comb_power_share": 1.000
  },
  "run_status": {
    "outcome": "finished, final reports clean"
  },
  "setup_path": {
    "critical_path.max_fanout": 14,
    "critPathArrivalTime_ps": 9620,
    "timing.critical_path.from_type": "input pin",
    "timing.critical_path.to_type": "output pin",
    "cp_data_required_time_ps": 14640,
    "critPathKind": "in2out"
  },
  "run": {
    "openroad.warnings": 44,
    "drv.max_cap_violation_count": 0
  },
  "hold_path": {
    "holdCritPathClass": "in2out"
  }
}
==> layout make-up <==
type | instances | share of cell area
Multi-Input combinational cell | 484 | 0.648
Tap cell | 99 | 0.0234
Timing Repair Buffer | 166 | 0.311
Inverter | 26 | 0.0185
==> kinds of logic (layout without fill, tap and decap cells) <==
logic type | Yosys count | count (layout) | share of synthesized area
fa+ha+maj | 51 | 51 | 0.160
simple gates | 166 | 166 | 0.221
compound gates | 191 | 191 | 0.339
mux | 22 | 22 | 0.0609
buf+inv | 73 | 192 | 0.0937
xor+xnor | 54 | 54 | 0.125
==> worst max-delay path, stage by stage <==
cell and delay [ps]:
sky130_fd_sc_hd__clkdlybuf4s50_1 820, sky130_fd_sc_hd__xor2_1 490, sky130_fd_sc_hd__mux2i_1 300, sky130_fd_sc_hd__nand2_1 80, sky130_fd_sc_hd__o21ai_0 150, sky130_fd_sc_hd__xnor2_1 200, sky130_fd_sc_hd__inv_1 90, sky130_fd_sc_hd__fa_1 440
sky130_fd_sc_hd__nor2b_1 130, sky130_fd_sc_hd__o2111ai_1 130, sky130_fd_sc_hd__a21oi_1 460, sky130_fd_sc_hd__o211ai_1 270, sky130_fd_sc_hd__a211oi_1 410, sky130_fd_sc_hd__o21a_1 190, sky130_fd_sc_hd__o31ai_1 80, sky130_fd_sc_hd__a221oi_1 380
sky130_fd_sc_hd__o2111ai_1 190, sky130_fd_sc_hd__or4b_1 570, sky130_fd_sc_hd__nor3_2 120, sky130_fd_sc_hd__clkdlybuf4s50_1 480
==> final timing paths <==
kind                  start  cells past startpoint        end
setup / recovery  immsrc[1]                     20       zero
hold / removal    instr[29]                      2  immext[9]
==> Yosys cell counts (all sizes together) (3+ instances only) <==
| master | n |
|---|---|
| a21boi | 4 |
| a21o | 23 |
| a21oi | 53 |
| a221oi | 6 |
| a22o | 3 |
| a31o | 9 |
| a31oi | 8 |
| and2 | 7 |
| and3 | 10 |
| buf | 29 |
| clkbuf | 18 |
| ha | 34 |
| inv | 26 |
| maj3 | 16 |
| mux2 | 8 |
| mux2i | 14 |
| nand2 | 46 |
| nand2b | 6 |
| nand3 | 11 |
| nand4 | 7 |
| nor2 | 39 |
| nor2b | 3 |
| nor3 | 10 |
| nor4 | 6 |
| o2111ai | 3 |
| o211ai | 9 |
| o21a | 5 |
| o21ai | 34 |
| o21bai | 5 |
| o22ai | 5 |
| o31ai | 5 |
| or2 | 5 |
| or3 | 6 |
| or4 | 4 |
| xnor2 | 38 |
| xor2 | 16 |
==> power groups by stage <==
stage / sequential, mW / combinational, mW / clock, mW
CTS: 0 / 0.230 / 0
global route: 0 / 0.255 / 0
finish: 0 / 0.232 / 0
==> per-stage QoR <==
step	utilization	setup slack [ps]	hold WS, ps
finish	0.725	5020	8140
CTS	0.725	5120	8150
global placement	0.725	5160	8130
floorplan	-	5950	7390
detailed placement	0.725	5140	8140
global route	0.725	4600	8170
==> routing by layer <==
| layer | vias to the layer above | global-route usage | part of all wire |
|---|---|---|---|
| li1 | 2296 | - | - |
| met1 | 2152 | 0.462 | 0.45 |
| met2 | 219 | 0.531 | 0.45 |
| met3 | 18 | 0.0243 | 0.078 |
| met4 | 0 | 0.0748 | 0.019 |
| met5 | - | 0 | 0 |
Power is estimated from default activity; no workload was simulated.
