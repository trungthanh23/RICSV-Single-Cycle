`flow/design.v`:
```
module pc_logic(
    input           clk,
    input           rst_n,
    input           pcsrc,
    input   [31:0]  immext,
    output  [31:0]  pc,
    output  [31:0]  pcplus4
);
    reg [31:0] pcreg;
    wire [31:0] pctarget;
    reg  [31:0] pcnext;
    assign pcplus4 = pcreg + 4;
    assign pctarget = pcreg + immext;
    always @(*)begin
        if(pcsrc)   pcnext = pctarget;
        else        pcnext = pcplus4;
    end
    always @(posedge clk or negedge rst_n) begin
        if (!rst_n)
            pcreg <= 32'b0;
        else
            pcreg <= pcnext;
    end
    assign pc = pcreg;
endmodule
```
`flow/run.sh`:
```
#!/bin/bash
# OpenROAD 26Q1-2900-gdf79404cd8, Yosys 0.63+post, stock flow scripts
make -C /OpenROAD-flow-scripts/flow DESIGN_CONFIG=/design/flow/config.mk WORK_HOME=/design/flow/orfs finish
```
`flow/config.mk`:
```
export PLATFORM = sky130hd
export DESIGN_NAME = pc_logic
export DESIGN_NICKNAME = pc_logic
export VERILOG_FILES = /design/flow/design.v
export SDC_FILE = /design/flow/constraint.sdc
export NUM_CORES = 4
export LEC_CHECK = 1
export CORE_UTILIZATION = 30
export SYNTH_HDL_FRONTEND = slang
```
`flow/constraint.sdc`:
```
current_design pc_logic

set clk_period 11.4
set clk_io_pct 0.2

create_clock -name clk0 -period $clk_period [get_ports {clk}]

set non_clock_inputs [all_inputs -no_clocks]
set_input_delay [expr $clk_period * $clk_io_pct] -clock clk0 $non_clock_inputs
set_output_delay [expr $clk_period * $clk_io_pct] -clock clk0 [all_outputs]
```
==> flow report <==
POWER
----------------------------------------------------------------------------------
Relative contribution of the clock network to total power ...........        0.098
Power spent charging and discharging nets ...........................     0.583 mW
Combinational share of power ........................................        0.704
Switching share of total power ......................................        0.436
Max IR drop VDD .....................................................       130 uV
Lkg Pwr .............................................................      1.94 nW
Power density over the cells ........................................  280 nW/um^2
Power share of the sequential group .................................        0.198
Internal portion of total power .....................................     0.755 mW

LAYOUT
----------------------------------------------------------------------------------
Signed area change from the synthesized netlist to the final layout .        34.0%
Max reg flops .......................................................           32
Proportion of layout cells with a drive suffix above 1 ..............       0.0582
Final standard cell area without fillers ............................   4780 sq um
Number of fillers in the final layout ...............................         1159

YOSYS
----------------------------------------------------------------------------------
Yosys cell count ....................................................          446
Post-synthesis chip area from yosys .................................   3560 sq um
Main synth FF type .................................................. sky130_fd_sc_hd__dfrtp_1
Biggest area cells .................................................. sky130_fd_sc_hd__dfrtp_1 22%, sky130_fd_sc_hd__ha_1 11%, sky130_fd_sc_hd__a21oi_1 7.7%
Most popular library cell in the synthesized design by count ........ sky130_fd_sc_hd__a21oi_1
Number of warning messages in the yosys log .........................            0
EDFF count, synth ...................................................            0
Cell type with the largest total area after synthesis ............... sky130_fd_sc_hd__dfrtp_1
Post-Syn Area per Cell ..............................................   7.99 sq um
Cell types with the highest counts after synthesis .................. 55 x sky130_fd_sc_hd__a21oi_1, 48 x sky130_fd_sc_hd__nor2_1, 35 x sky130_fd_sc_hd__nand2_1
Gate Count Post-Synth ...............................................          446
Sequential cell area fraction in the yosys report ...................        0.225
Register bit total from synthesis ...................................           32
Area leader share ...................................................        0.225
Post-synthesis instance area ........................................   3560 sq um
Library cells used by synthesis .....................................           57
Synth async-reset ratio .............................................         1.00

CLOCKING
----------------------------------------------------------------------------------
Clock Sinks .........................................................           32
Latency at later pin ................................................      0.28 ns
Clock root buffer ................................................... sky130_fd_sc_hd__clkbuf_16
Number of buffers between clock root and the deepest sink ...........            2
CTS hold repair buffers .............................................            0
Post-CTS setup repair buffer count ..................................            0
Clock buffer count from CTS .........................................            5
Clock tree from TritonCTS ...........................................         done
Post-cts gate resize count ..........................................            0
Htree depth .........................................................            2
CTS clock-pin slew for the worst setup and hold paths ...............      0.06 ns

SETUP PATH
----------------------------------------------------------------------------------
Type of the setup path with the least slack .........................      reg2out
Cell at the slowest stage of the critical path ...................... sky130_fd_sc_hd__clkdlybuf4s50_1
Worst Path Required .................................................      9.12 ns
Highest fanout seen on the critical path ............................            7
Arrival time at the worst endpoint ..................................      2.90 ns
Chain of cells forming the critical path ............................ ha_1 > nand4_1 > nor4_4 > nand2b_4 > nor4_4 > xor2_2 > clkdlybuf4s50_1
Launching element type of the critical path .........................     register
Most used cell along the critical path .............................. sky130_fd_sc_hd__nor4_4
Stage delay of the slowest cell on the critical path ................      0.51 ns
Crit. End Element ...................................................  output port

DIE
----------------------------------------------------------------------------------
Chip footprint ......................................................  12300 sq um
Height of the chip ..................................................       111 um
Floorplan die width .................................................       111 um
I/O pin cnt .........................................................           99
Effective utilization at floorplan ..................................        0.310
Standard-cell rows ..................................................           39
Total core area .....................................................  11500 sq um

GRT
----------------------------------------------------------------------------------
Maximum number of pins on one net before global-route repair ........           61
Number of antenna violations at the first check in global routing ...            0
GR Util All Layers ..................................................        0.176
Global-route wire length before repair ..............................     17600 um
Total congestion overflow ...........................................            0
Number of global-route vias before repair ...........................         3542

ROUTING
----------------------------------------------------------------------------------
Routed wirelength normalized by instance count ......................      15.2 um
Drt initial violations ..............................................          150
Total detailed-routing wirelength ...................................     10300 um
DRT Pass-1 Iters ....................................................           23
Total via count after detailed routing ..............................         3589
Post-route DRC ......................................................            0
Remaining number of nets flagged by the antenna check after routing .            0
Antenna diode count .................................................            0
Routed via count divided by cell count ..............................         5.31

STA
----------------------------------------------------------------------------------
Final hold violations ...............................................            0
Final number of setup-violating endpoints ...........................            0
Final Max-Slew Violation Tally ......................................            0
Skew final ..........................................................   0.00453 ns
Worst hold margin ...................................................     0.561 ns
RSZ-0062 raised after global routing ................................        false
Minimum period implied by the final worst setup slack ...............      5.18 ns
Slew at the pin closest to its max-slew limit .......................     0.641 ns
Worst max-slew margin expressed relative to the limit ...............        0.573
Maximum clock frequency .............................................      193 MHz
Final total negative setup slack ....................................         0 ns
Final clock period utilization by the worst path ....................        0.454

FLOW RUN
----------------------------------------------------------------------------------
Total of max-cap violations .........................................            0
Total tool warning count ............................................           25

PLACEMENT
----------------------------------------------------------------------------------
Detailed placer's ending HPWL .......................................      7980 um
Placed cell areas ...................................................   4640 sq um
RePlAce Congestion ..................................................        0.898
Port Buffer Count ...................................................           98

STATUS
----------------------------------------------------------------------------------
Result of the run ...................................................    completed

WORST HOLD PATH
----------------------------------------------------------------------------------
Type of the tightest min-delay check ................................      reg2reg

per-stage QoR:
step | setup slack [ns] | instances | util | power (mW)
floorplan | 7.07 | 446 | - | 0.819
global placement | 6.39 | 669 | 0.403 | 1.20
detailed placement | 6.35 | 669 | 0.403 | 1.20
CTS | 6.18 | 676 | 0.415 | 1.35
global route | 6.01 | 676 | 0.415 | 1.47
finish | 6.22 | 676 | 0.415 | 1.34
worst max-delay path, delay by kind of cell, from the launching register on:
family | cells | cell delay [ns]
adder cells (fa/ha/maj) | 1 | 0.26
flip-flops | 1 | 0.48
AND/OR/NAND/NOR | 4 | 1.10
buffers and inverters | 1 | 0.51
XOR/XNOR | 1 | 0.26
cells in the final DEF (no fill, tap or decap), types with 3 or more instances in the layout:
cell / Yosys / routed
sky130_fd_sc_hd__nand2_1: 35 / 35
sky130_fd_sc_hd__mux2i_1: 4 / 4
sky130_fd_sc_hd__dfrtp_1: 32 / 32
sky130_fd_sc_hd__a211oi_1: 4 / 4
sky130_fd_sc_hd__clkbuf_16: 0 / 5
sky130_fd_sc_hd__nor3_1: 11 / 11
sky130_fd_sc_hd__ha_1: 32 / 32
sky130_fd_sc_hd__o21bai_1: 4 / 4
sky130_fd_sc_hd__and3_1: 3 / 3
sky130_fd_sc_hd__nand3_1: 13 / 13
sky130_fd_sc_hd__inv_1: 14 / 14
sky130_fd_sc_hd__o22ai_1: 3 / 3
sky130_fd_sc_hd__nand2b_1: 6 / 6
sky130_fd_sc_hd__and2_1: 3 / 3
sky130_fd_sc_hd__xnor2_1: 27 / 27
sky130_fd_sc_hd__a31oi_1: 4 / 4
sky130_fd_sc_hd__nand3b_1: 4 / 4
sky130_fd_sc_hd__clkdlybuf4s50_1: 0 / 97
sky130_fd_sc_hd__nor2b_1: 4 / 4
sky130_fd_sc_hd__o21a_1: 4 / 4
sky130_fd_sc_hd__nor4_4: 3 / 3
sky130_fd_sc_hd__a21oi_1: 55 / 55
sky130_fd_sc_hd__o211ai_1: 4 / 4
sky130_fd_sc_hd__mux2_2: 5 / 5
sky130_fd_sc_hd__xor2_1: 23 / 23
sky130_fd_sc_hd__nand4_1: 17 / 17
sky130_fd_sc_hd__nor2_1: 48 / 48
sky130_fd_sc_hd__a21o_1: 13 / 13
sky130_fd_sc_hd__o31ai_1: 4 / 4
sky130_fd_sc_hd__o21ai_0: 20 / 20
kinds of logic (layout without fill, tap and decap cells):
group,Yosys count,count (layout),share of synthesized area
adders and majority gates,33,33,0.118
buffers and inverters,34,121,0.0404
DFF,32,32,0.225
AOI/OAI and AO/OA,128,128,0.228
and+or+nand+nor,159,159,0.235
xor gates and xnor gates,51,51,0.127
muxes,9,9,0.0270
power by group through the flow:
stage / clock network, mW / logic, mW / registers [mW]
CTS: 0.132 / 0.946 / 0.267
finish: 0.131 / 0.942 / 0.265
global route: 0.137 / 1.06 / 0.278
cell type report:
cell class	count	area, sq um	share of cell area
repair buffers	100	991	0.207
clock buffers	6	129	0.0270
multi-input cells	380	2620	0.548
inverters	14	52.6	0.0110
clock inverters	1	5.00	0.00105
well taps	143	179	0.0375
flip-flops and latches	32	801	0.168
final timing paths:
kind | depth (start not counted) | start | slack (ns) | end
max reg2reg | 10 | pc[0]$_DFFE_PN0P_ | 8.71 | pc[28]$_DFF_PN0_
max | 7 | pc[2]$_DFF_PN0_ | 6.22 | pcplus4[28]
max in group asynchronous | 2 | rst_n | 8.64 | pc[20]$_DFF_PN0_
min in group asynchronous | 2 | rst_n | 2.42 | pc[0]$_DFFE_PN0P_
min reg2reg | 1 | pc[0]$_DFFE_PN0P_ | 0.56 | pc[0]$_DFFE_PN0P_
min | 1 | pc[0]$_DFFE_PN0P_ | 0.56 | pc[0]$_DFFE_PN0P_
routing by layer:
metal,vias to the layer above,part of all wire,track usage
met3,10,0.066,0.0273
met2,132,0.45,0.281
met1,1656,0.47,0.261
li1,1791,-,-
met4,0,0.0099,0.0201
met5,-,0,0
No activity file was given, so power comes from the tool's default toggle rates.
